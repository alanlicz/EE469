$ cat flow/config.mk
export PLATFORM = sky130hd
export DESIGN_NAME = alu
export DESIGN_NICKNAME = alu
export VERILOG_FILES = /design/flow/design.v
export SDC_FILE = /design/flow/constraint.sdc
export NUM_CORES = 4
export LEC_CHECK = 1
export CORE_UTILIZATION = 40
$ cat flow/constraint.sdc
current_design alu

set clk_period 69.3
set clk_io_pct 0.2

create_clock -name clk0 -period $clk_period

set non_clock_inputs [all_inputs -no_clocks]
set_input_delay [expr $clk_period * $clk_io_pct] -clock clk0 $non_clock_inputs
set_output_delay [expr $clk_period * $clk_io_pct] -clock clk0 [all_outputs]
$ cat flow/design.v
`timescale 1ps/1ps
module mux2_1 (out, in1, in2, s);	 
	output logic out;
	input logic in1, in2, s;
	logic A, B, os;
	parameter delay = 50;
	not #delay invertgate (os, s);
	and #delay gate1 (A,os,in1);
	and #delay gate2 (B,s ,in2);
	or  #delay outputgate (out, A, B);
endmodule
module mux2_1_testbench();
	logic out;
	logic in1, in2, s;
	initial begin
		s = 0; in1 = 0; in2 = 1; #5000;
		s = 0; in1 = 1; in2 = 0; #5000;
		s = 1; in1 = 0; in2 = 1; #5000;
		s = 1; in1 = 1; in2 = 0; #5000;
	end
	mux2_1 dut (.out, .in1, .in2, .s);
endmodule
`timescale 1ps/1ps
module mux4_1 (out, in, s);
	output logic out;
	input logic [3:0] in;
	input logic [1:0] s;
	logic mux1out, mux2out;
	mux2_1 mux1 (.out(mux1out), .in1(in[0]), .in2(in[1]), .s(s[0]));
	mux2_1 mux2 (.out(mux2out), .in1(in[2]), .in2(in[3]), .s(s[0]));
	mux2_1 muxF (.out, .in1(mux1out), .in2(mux2out), .s(s[1]));
endmodule
module mux4_1_testbench();
	logic out;
	logic [3:0] in;
	logic [1:0] s;
	initial begin
		s = 5'b10; in[3] = 1; in[2] = 0; in[1] = 1; in[0] = 1; #5000;
		s = 5'b10; in[3] = 0; in[2] = 1; in[1] = 1; in[0] = 0; #5000;
		s = 5'b10; in[3] = 0; in[2] = 0; in[1] = 1; in[0] = 1; #5000;	
	end
	mux4_1 dut (.out, .in, .s);
endmodule
`timescale 1ps/1ps
module adder_subtracter (Sum, last_Co, OF, A, B, s0);	 
	output logic [63:0] Sum;
	output logic last_Co, OF;	 
	input  logic [63:0] A, B;
	input  logic s0;
	logic [63:0] Bn, muxOut, Co;
	parameter delay = 50;
	genvar i, j;
	generate
		for(i = 0; i < 64; i++) begin : each_invert
			not #delay invertgate (Bn[i], B[i]);
		end
	endgenerate
	mux2_1 m1 (.out(muxOut[0]), .in1(B[0]), .in2(Bn[0]), .s(s0));
	full_Adder f1 (.Sum(Sum[0]), .Co(Co[0]), .A(A[0]), .B(muxOut[0]), .Ci(s0));
	generate
		for(j = 1; j < 64; j++) begin : each_adder
			mux2_1 m1 (.out(muxOut[j]), .in1(B[j]), .in2(Bn[j]), .s(s0));
			full_Adder f1 (.Sum(Sum[j]), .Co(Co[j]), .A(A[j]), .B(muxOut[j]), .Ci(Co[j-1]));
		end
	endgenerate
	xor #delay check_OF (OF, Co[63], Co[62]);	 
	assign last_Co = Co[63];	 
endmodule
module adder_subtracter_testbench();
	logic [63:0] Sum;
	logic last_Co, OF;	 
	logic [63:0] A, B;
	logic s0;
	initial begin
		A = 64'b1111111111111111111111111111111111111111111111111111111111111111; B = 64'b1111111111111111111111111111111111111111111111111111111111111111; s0 = 0; #5000;	 
		A = 64'b1111111111111111111111111111111111111111111111111111111111111111; B = 64'b0111111111111111111111111111111111111111111111111111111111111111; s0 = 0; #5000;	 
		A = 64'b1111111111111111111111111111111111111111111111111111111111111111; B = 64'b0011111111111111111111111111111111111111111111111111111111111111; s0 = 0; #5000;	 
		A = 64'b0000000000000000000000000000000000000000000000000000000000000111; B = 64'b0000000000000000000000000000000000000000000000000000000000000111; s0 = 1; #5000;	 
		A = 64'b1111111111111111111111111111111111111111111111111111111111111111; B = 64'b0000000000000000000000000000000000000000000000000000000000000000; s0 = 1; #5000;	 
		A = 64'b0000000000000000000000000000000000000000000000000000000000000000; B = 64'b1111111111111111111111111111111111111111111111111111111111111111; s0 = 1; #5000;	 
		A = 64'b1000000000000000000000000000000000000000000000000000000000000000; B = 64'b1000000000000000000000000000000000000000000000000000000000000000; s0 = 0; #5000;	 
	end
	adder_subtracter dut (.Sum, .last_Co, .OF, .A, .B, .s0);
endmodule
`timescale 1ps/1ps
module alu (A, B, cntrl, result, negative, zero, overflow, carry_out);
	input logic [63:0] A, B;
	input logic [2:0]  cntrl;
	output logic [63:0] result;
	output logic negative, zero, overflow, carry_out;
	logic [63:0] AandB, AorB, AxrB, add_sub;
	logic [7:0] [63:0] in;
	logic [63:0] [7:0] rOd;	 
	logic [31:0] lv0;
	logic [15:0] lv1;
	logic [7:0] lv2;
	logic [3:0] lv3;
	logic [1:0] lv4;
	parameter delay = 50;
	genvar i, j;
	generate
		for(i = 0; i < 64; i++) begin : and_or_xor
			and #delay andgate (AandB[i], A[i], B[i]);
			or  #delay orgate  (AorB[i], A[i], B[i]);
			xor #delay xorgate (AxrB[i], A[i], B[i]);		
		end
	endgenerate
	adder_subtracter cal (.Sum(add_sub), .last_Co(carry_out), .OF(overflow), .A, .B, .s0(cntrl[0]));
	assign in[0] = B;
	assign in[2] = add_sub;
	assign in[3] = add_sub;
	assign in[4] = AandB;
	assign in[5] = AorB;
	assign in[6] = AxrB;
	genvar x,y;
	generate
		for (x = 0; x < 8; x++) begin : row		 
			for (y = 0; y < 64; y++) begin : col
				assign rOd[y][x] = in[x][y];
			end
		end
	endgenerate
	generate
		for(j = 0; j < 64; j++) begin : muxs
			mux8_1 m (.out(result[j]), .in(rOd[j][7:0]), .s(cntrl));	 
		end
	endgenerate
	assign negative = result[63];
	genvar a, b, c, d, e;
	generate		 
		for(a = 0; a < 32; a++) begin : layer0
			or #delay l0 (lv0[a], result[a], result[a+32]);
		end
		for(b = 0; b < 16; b++) begin : layer1
			or #delay l1 (lv1[b], lv0[b], lv0[b+16]);
		end
		for(c = 0; c < 8; c++) begin : layer2
			or #delay l2 (lv2[c], lv1[c], lv1[c+8]);
		end
		for(d = 0; d < 4; d++) begin : layer3
			or #delay l3 (lv3[d], lv2[d], lv2[d+4]);
		end
		for(e = 0; e < 2; e++) begin : layer4
			or #delay l4 (lv4[e], lv3[e], lv3[e+2]);
		end
	endgenerate
	nor #delay l5 (zero, lv4[0], lv4[1]);
endmodule
`timescale 1ps/1ps
module full_Adder (Sum, Co, A, B, Ci);
	output logic Sum, Co;
	input logic A, B, Ci;
	logic D, E, F, G;
	parameter delay = 50;
	xor #delay xorgate0 (D, A, B);
	xor #delay xorgate1 (Sum, D, Ci);
	and #delay gate0 (E, A ,B);
	and #delay gate1 (F, A ,Ci);
	and #delay gate2 (G, B ,Ci);
	or  #delay outputgate (Co, E, F, G);
endmodule
`timescale 1ps/1ps
module mux8_1 (out, in, s);
	output logic out;
	input logic [7:0] in;
	input logic [2:0] s;
	logic [1:0] muxout;
	mux4_1 mux0 (.out(muxout[0]), .in(in[3:0]  ), .s(s[1:0]));
	mux4_1 mux1 (.out(muxout[1]), .in(in[7:4]  ), .s(s[1:0]));
	mux2_1 muxF (.out, .in1(muxout[0]), .in2(muxout[1]), .s(s[2]));
endmodule
module mux8_1_testbench();
	logic out;
	logic [7:0] in;
	logic [2:0] s;
	initial begin
		s = 3'b111; in[7] = 1; in[2] = 0; in[1] = 1; in[0] = 1; #5000;
		s = 3'b111; in[7] = 0; in[2] = 1; in[1] = 1; in[0] = 0; #5000;
		s = 3'b111; in[7] = 0; in[2] = 0; in[1] = 1; in[0] = 1; #5000;	
	end
	mux8_1 dut (.out, .in, .s);
endmodule
$ cat flow/run.sh
#!/bin/bash
# OpenROAD 26Q1-2900-gdf79404cd8, Yosys 0.63+post, stock flow scripts
make -C /OpenROAD-flow-scripts/flow DESIGN_CONFIG=/design/flow/config.mk WORK_HOME=/design/flow/orfs finish
==> results.json <==
{
  "grt_max_degree": 59,
  "crit_path_top_delay_cell": "clkdlybuf4s50_1",
  "grt_use_total": 0.2159,
  "area_growth_pct": 21.10,
  "critPathMaxStageDelay_ns": 0.54,
  "antenna_found_initial": 0,
  "coreArea_um2": 18770,
  "drt_iter0_drc": 284,
  "seq_cell_count": 0,
  "end_kind": "output pin",
  "die_x_um": 140.7,
  "syn_area_per_cell_um2": 8.189,
  "arrival_ns": 40.99,
  "syn_area_um2": 7697,
  "worstPathRequired_ns": 55.44,
  "drc": 0,
  "grt_pass1_wl_mm": 32.32,
  "path_class": "input pin to output pin",
  "top_cells_by_area": "ha_1 31%, fa_1 16%, inv_1 9.3%",
  "ys_types": 29,
  "clkbuf_count": 0,
  "netlist.area_leader.share": 0.3121,
  "n_antenna_cell": 0,
  "vias": 6303,
  "yosys-stat-cells": 940,
  "utilization": 0.4967,
  "syn-instance-count": 940,
  "gp_congestion": 0.8941,
  "place_area_um2": 9321,
  "worst_slew_margin_rel": 0.5553,
  "seqCellArea_um2": 0,
  "routed_wl_mm": 20.49,
  "path_common_cell": "fa_1",
  "drtAntennaViolNets": 0,
  "grt_pass1_vias": 5922,
  "timing.final.crit_share": 0.7915,
  "wl_per_cell_um": 16.16,
  "grt.overflow.total": 0,
  "die-area_um2": 19800,
  "cts_resized": 0,
  "maxCapViolations": 0,
  "finalHoldViolations": 0,
  "yosysMostFrequentCell": "ha_1",
  "die_y_um": 140.7,
  "post_cts_buffers": 0,
  "p_leak_nw": 4.626,
  "ys_warn_count": 128,
  "fin_area_um2": 9321,
  "critPathLaunchType": "input pin",
  "fill_cells": 1755,
  "fmax_ghz": 0.01823,
  "status": "finished clean",
  "dp_cells": 1268,
  "rows": 50,
  "tightest_slew_ns": 0.6670,
  "crit_path_max_fanout": 32,
  "hpwl_mm": 16.68,
  "fp_util": 0.4101,
  "synth_seq_share": 0,
  "top_area_cell": "ha_1",
  "drive_gt1_frac": 0.03288,
  "ys_area_um2": 7697,
  "setup_tns_ns": 0,
  "post_drt_via_cell_ratio": 4.971,
  "warnings": 96,
  "first_pass_iters": 5,
  "cts_hold_buf": 0,
  "period_needed_ns": 54.85,
  "rsz0062_at_grt": "false",
  "final-max-slew-violation-count": 0,
  "ir_drop_mv": 0.003154,
  "common_cells": "192 x ha_1, 190 x inv_1, 70 x buf_4",
  "setup_viol": 0,
  "p_per_area_nw_per_um2": 7.404,
  "hold_slack_ns": 28.45,
  "hold_path_class": "input pin to output pin",
  "finalNonFillerCells": 1268,
  "portBuffers": 199,
  "ioPinCount": 199
}
power by group:
part	internal [mW]	switching, mW	total [mW]
combinational	0.0365	0.0325	0.0690
clock	0	0	0
sequential	0	0	0
total	0.0365	0.0325	0.0690
routing by layer:
metal / global-route usage / up-vias / wire length (µm)
met4: 0.01373 / 0 / 149
met2: 0.3307 / 200 / 8962
met5: 0 / - / 0
li1: - / 3233 / -
met3: 0.05986 / 6 / 1884
met1: 0.3245 / 2864 / 9495
per-stage QoR:
step / setup WS, ns / power, mW
floorplan: 16.70 / 0.04287
global placement: 14.61 / 0.06955
detailed placement: 14.38 / 0.06950
CTS: 14.31 / 0.07002
global route: 13.38 / 0.07880
finish: 14.45 / 0.06902
path summary, 6_finish.rpt:
path                  cells after the start  slack (ns)   endpoint     start
worst max-delay path                     75       14.45       zero  cntrl[0]
worst min-delay path                      3       28.45  result[2]  cntrl[2]
cell type report:
class,count,area [µm²],area share
timing repair buffer,208,2052,0.2201
multi-input combinational,635,6259,0.6714
tap,234,292.8,0.03141
inverter,191,718.2,0.07705
critical path: cells and delay by family:
kind / cells / cell delay, ns
AOI/OAI and AO/OA: 2 / 0.25
and+or+nand+nor: 4 / 1.15
adders and majority gates: 64 / 24.49
buffers and inverters: 5 / 1.19
cell usage in the layout (no fill, tap or decap), types with 3 or more instances in the layout:
cell             synthesis  final
nor2_1                  45     45
o21ai_0                  8      8
nor4_1                  16     16
nand4_1                  4      4
nand2b_1                21     21
a31oi_1                 46     46
or2_1                    3      3
fa_1                    63     63
nand2_1                 50     50
a21oi_1                  5      5
clkdlybuf4s50_1          0    196
mux4_2                  18     18
buf_4                   70     12
inv_1                  190    190
ha_1                   192    192
nor2b_1                 61     60
a211oi_1                42     42
o21ai_1                  9      9
a211o_1                 44     44
kinds of logic (layout without fill, tap and decap cells):
| family | after synthesis | in the layout | share of synthesized area |
|---|---|---|---|
| adder cells (fa/ha/maj) | 255 | 255 | 0.4759 |
| XOR/XNOR | 3 | 3 | 0.003414 |
| buffers and inverters | 305 | 399 | 0.1879 |
| multiplexers | 19 | 19 | 0.05397 |
| AND/OR/NAND/NOR | 202 | 202 | 0.1341 |
| AND-OR/OR-AND | 156 | 156 | 0.1447 |
Power is estimated from default activity; no workload was simulated.

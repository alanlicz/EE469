==> /design/flow/config.mk <==
export PLATFORM = sky130hd
export DESIGN_NAME = regfile
export DESIGN_NICKNAME = regfile
export VERILOG_FILES = /design/flow/design.v
export SDC_FILE = /design/flow/constraint.sdc
export NUM_CORES = 4
export LEC_CHECK = 1
export CORE_UTILIZATION = 40
==> /design/flow/constraint.sdc <==
current_design regfile

set clk_period 14.1
set clk_io_pct 0.2

create_clock -name clk0 -period $clk_period [get_ports {clk}]

set non_clock_inputs [all_inputs -no_clocks]
set_input_delay [expr $clk_period * $clk_io_pct] -clock clk0 $non_clock_inputs
set_output_delay [expr $clk_period * $clk_io_pct] -clock clk0 [all_outputs]
==> /design/flow/design.v <==
`timescale 1ps/1ps
module Decoder32_5 (WriteEn, RegWrite, WriteRegister);
	output logic [31:0] WriteEn;
	input logic RegWrite;	 
	input logic [4:0] WriteRegister;
	logic [3:0] enable;
	logic WriteOpp3, WriteOpp4;
	parameter delay = 50;
	not #delay inver4 (WriteOpp4, WriteRegister[4]);
	not #delay inver3 (WriteOpp3, WriteRegister[3]);
	and #delay e00 (enable[0], WriteOpp4, 			WriteOpp3, 			RegWrite);
	and #delay e01 (enable[1], WriteOpp4, 			WriteRegister[3],	RegWrite);
	and #delay e10 (enable[2], WriteRegister[4], WriteOpp3, 		RegWrite);
	and #delay e11 (enable[3], WriteRegister[4], WriteRegister[3], RegWrite);
	Decoder8_3 de31_24 (.out(WriteEn[31:24]), .en(enable[3]), .s(WriteRegister[2:0]));
	Decoder8_3 de23_16 (.out(WriteEn[23:16]), .en(enable[2]), .s(WriteRegister[2:0]));
	Decoder8_3 de15_8  (.out(WriteEn[15:8]) , .en(enable[1]), .s(WriteRegister[2:0]));
	Decoder8_3 de7_0   (.out(WriteEn[7:0])  , .en(enable[0]), .s(WriteRegister[2:0]));
endmodule
module Decoder32_5_testbench();
	logic [31:0] WriteEn;
	logic RegWrite;	 
	logic [4:0] WriteRegister;
	Decoder32_5 dut (.WriteEn, .RegWrite, .WriteRegister);
	integer i;
	initial begin
		RegWrite = 1'b0;
		for(i = 0; i <32; i++) begin
			WriteRegister[4:0] = i; #5000;
		end
		RegWrite = 1'b1;
		for(i = 0; i <32; i++) begin
			WriteRegister[4:0] = i; #5000;
		end
	end
endmodule
`timescale 1ps/1ps
module Decoder8_3 (out, en, s);
	output logic [7:0] out;
	input  logic       en;
	input  logic [2:0] s;
	logic        [2:0] o;		 
	parameter delay = 50;
	not #delay inver2 (o[2], s[2]);
	not #delay inver1 (o[1], s[1]);
	not #delay inver0 (o[0], s[0]);
	and #delay g000 (out[0], o[2], o[1], o[0], en);
	and #delay g001 (out[1], o[2], o[1], s[0], en);
	and #delay g010 (out[2], o[2], s[1], o[0], en);
	and #delay g011 (out[3], o[2], s[1], s[0], en);
	and #delay g100 (out[4], s[2], o[1], o[0], en);
	and #delay g101 (out[5], s[2], o[1], s[0], en);
	and #delay g110 (out[6], s[2], s[1], o[0], en);
	and #delay g111 (out[7], s[2], s[1], s[0], en);
endmodule
module Decoder8_3_testbench();
	logic [7:0] out;
	logic       en;
	logic [2:0] s;
	Decoder8_3 dut (.out, .en, .s);
	integer i;
	initial begin
		en = 1'b0;
		for(i = 0; i <8; i++) begin
			s[2:0] = i; #1000;
		end
		en = 1'b1;
		for(i = 0; i <8; i++) begin
			s[2:0] = i; #1000;
		end
	end
endmodule
`timescale 1ps/1ps
module mux16_1 (out, in, s);
	output logic out;
	input logic [15:0] in;
	input logic [3:0] s;
	logic [3:0] muxout;
	mux4_1 mux3 (.out(muxout[3]), .in(in[15:12]), .s(s[1:0]));
	mux4_1 mux2 (.out(muxout[2]), .in(in[11:8] ), .s(s[1:0]));
	mux4_1 mux1 (.out(muxout[1]), .in(in[7:4]  ), .s(s[1:0]));
	mux4_1 mux0 (.out(muxout[0]), .in(in[3:0]  ), .s(s[1:0]));
	mux4_1 muxF (.out, .in(muxout[3:0]), .s(s[3:2]));
endmodule
module mux16_1_testbench();
	logic out;
	logic [15:0] in;
	logic [3:0] s;
	initial begin
		s = 5'b010; in[3] = 1; in[2] = 0; in[1] = 1; in[0] = 1; #5000;
		s = 5'b010; in[3] = 0; in[2] = 1; in[1] = 1; in[0] = 0; #5000;
		s = 5'b010; in[3] = 0; in[2] = 0; in[1] = 1; in[0] = 1; #5000;	
	end
	mux16_1 dut (.out, .in, .s);
endmodule
`timescale 1ps/1ps
module mux2_1 (out, in1, in2, s);	 
	output logic out;
	input logic in1, in2, s;
	logic A, B, os;
	parameter delay = 50;
	not #delay invertgate (os, s);
	and #delay gate1 (A,os,in1);
	and #delay gate2 (B,s ,in2);
	or  #delay outputgate (out, A, B);
endmodule
module mux2_1_testbench();
	logic out;
	logic in1, in2, s;
	initial begin
		s = 0; in1 = 0; in2 = 1; #5000;
		s = 0; in1 = 1; in2 = 0; #5000;
		s = 1; in1 = 0; in2 = 1; #5000;
		s = 1; in1 = 1; in2 = 0; #5000;
	end
	mux2_1 dut (.out, .in1, .in2, .s);
endmodule
`timescale 1ps/1ps
module mux32_1 (out, in, s);
	output logic out;
	input logic [31:0] in;
	input logic [4:0] s;
	logic [1:0] muxout;
	logic [31:0] in_reorder;
	mux16_1 mux1 (.out(muxout[1]), .in(in[31:16]), .s(s[3:0]));
	mux16_1 mux0 (.out(muxout[0]), .in(in[15:0] ), .s(s[3:0]));
	mux2_1 muxF (.out, .in1(muxout[0]), .in2(muxout[1]), .s(s[4]));
endmodule
module mux32_1_testbench();
	logic out;
	logic [31:0] in;
	logic [4:0] s;
	initial begin
		s = 5'b10010; in[18] = 0; in[24] = 0; in[25] = 1; in[31] = 1; #5000;
		s = 5'b10010; in[18] = 0; in[24] = 1; in[25] = 1; in[31] = 0; #5000;
		s = 5'b10010; in[18] = 0; in[24] = 0; in[25] = 1; in[31] = 1; #5000;	
	end
	mux32_1 dut (.out, .in, .s);
endmodule
`timescale 1ps/1ps
module mux4_1 (out, in, s);
	output logic out;
	input logic [3:0] in;
	input logic [1:0] s;
	logic mux1out, mux2out;
	mux2_1 mux1 (.out(mux1out), .in1(in[0]), .in2(in[1]), .s(s[0]));
	mux2_1 mux2 (.out(mux2out), .in1(in[2]), .in2(in[3]), .s(s[0]));
	mux2_1 muxF (.out, .in1(mux1out), .in2(mux2out), .s(s[1]));
endmodule
module mux4_1_testbench();
	logic out;
	logic [3:0] in;
	logic [1:0] s;
	initial begin
		s = 5'b10; in[3] = 1; in[2] = 0; in[1] = 1; in[0] = 1; #5000;
		s = 5'b10; in[3] = 0; in[2] = 1; in[1] = 1; in[0] = 0; #5000;
		s = 5'b10; in[3] = 0; in[2] = 0; in[1] = 1; in[0] = 1; #5000;	
	end
	mux4_1 dut (.out, .in, .s);
endmodule
module oneRegister (DataOut, DataIn, WriteEn, clk, reset);	 
	output logic [63:0] DataOut;
	input  logic        clk, WriteEn, reset;
	input  logic [63:0] DataIn;
	logic        [63:0] muxOut;
	genvar i;
	generate
		for(i = 0; i < 64; i++) begin : each1bRegister
			mux2_1 mx (.out(muxOut[i]), .in1(DataOut[i]), .in2(DataIn[i]), .s(WriteEn));
			D_FF regis (.q(DataOut[i]), .d(muxOut[i]), .reset, .clk);
		end
	endgenerate
endmodule
`timescale 1ps/1ps
module regfile (ReadData1, ReadData2, WriteData, ReadRegister1, ReadRegister2, WriteRegister, RegWrite, clk); 
	output logic [63:0] ReadData1, ReadData2;
	input logic         clk;
	input logic [4:0]   ReadRegister1, ReadRegister2, WriteRegister; 
	input logic [63:0]  WriteData;  
	input logic RegWrite;
	logic reset;
	logic [31:0] WriteEn;
	logic [31:0][63:0] RegOut;
	logic [63:0][31:0] MuxIn;
	parameter delay = 50;
	assign reset = 1'b0;
	Decoder32_5 deco (.WriteEn, .RegWrite, .WriteRegister);
	genvar i;
	generate
		for(i = 0; i < 31; i++) begin : each64bRegister
			oneRegister Reg64 (.DataOut(RegOut[i][63:0]), .DataIn(WriteData), .WriteEn(WriteEn[i]), .clk, .reset);
		end
		for(i = 0; i < 64; i++) begin : zeros
			assign RegOut[31][i] = 1'b0;
		end
	endgenerate
	genvar x,y;
	generate
		for (x = 0; x < 32; x++) begin : row		 
			for (y = 0; y < 64; y++) begin : col
				assign MuxIn[y][x] = RegOut[x][y];
			end
		end
	endgenerate
	genvar j;
	generate
		for (j = 0; j < 64; j++) begin : MUX
			mux32_1 mux1 (.out(ReadData1[j]), .in(MuxIn[j][31:0]), .s(ReadRegister1));
			mux32_1 mux2 (.out(ReadData2[j]), .in(MuxIn[j][31:0]), .s(ReadRegister2));
		end
	endgenerate
endmodule
module D_FF (q, d, reset, clk);
	output reg q;
	input d, reset, clk;
	always_ff @(posedge clk)
	if (reset)
		q <= 0;  
	else
		q <= d;  
endmodule
==> /design/flow/run.sh <==
#!/bin/bash
# OpenROAD 26Q1-2900-gdf79404cd8, Yosys 0.63+post, stock flow scripts
make -C /OpenROAD-flow-scripts/flow DESIGN_CONFIG=/design/flow/config.mk WORK_HOME=/design/flow/orfs finish
==> results.tsv <==
stage	metric	value	unit
setup_path	Top cell by count, worst path	buf_4	
route	routed vias	59140	
placement	Port Buf Inserts	208	
route	drt wl/cell	33.69	um
global_routing	vias in the first global route	62720	
clock_network	TritonCTS Buffers	205	
setup_path	CP Buf/Inv Count	6	
clock_network	CTS clock-pin slew for the worst setup and hold paths	0.06	ns
synth	Unique cell types	47	
min_path	Hold Path Class	in -> reg	
setup_path	Worst EP arrival	7.75	ns
synth	YS warnings	1	
synth	mux frac, synth	20.67	%
timing	RSZ-0062 raised after global routing	no	
timing	final worst setup slack	3.527	ns
synth	Yosys Chip Area	0.09383	mm^2
setup_path	CP max FO	55	
placement	placed insts	9170	
synth	Most common reg cell	edfxtp_1	
synth	yosys xor share	0	%
setup_path	end of the critical path	ReadData1[11]	
layout	most frequent cells in the layout	edfxtp_1 (1984), mux2i_1 (1745), a22oi_1 (378), buf_4 (262), o22ai_1 (252)	
setup_path	critical path depth	10	
timing	Period minus WS final	10.57	ns
run_status	status	finished, final reports clean	
synth	area leader, netlist	edfxtp_1	
timing	pins over their slew limit	0	
timing	endpoints failing setup	0	
synth	post-synthesis cell area	0.09383	mm^2
floorplan	Die Height	486.3	um
placement	pre-CTS worst setup slack	3.608	ns
synth	Basic Gates by Area	3.303	%
route	Met1 Routed Length	103400	um
synth	flip-flops with a built-in enable	1984	
placement	dpl hpwl	179400	um
run	total of max-cap violations	0	
synth	synthesized netlist cell count	6156	
pwr	Peak VDD IR	126.3	uV
placement	GP Congestion	0.8901	
synth	#FFs+latches synth	1984	
setup_path	crit path cell chain	buf_8 -> buf_4 -> buf_4 -> buf_4 -> buf_4 -> mux2i_1 -> o22ai_1 -> nor4_1 -> nand3_1 -> clkdlybuf4s50_1	
clock_network	htree depth	4	
synth	Syn Area/Cell	15.24	um^2
clock_network	clk sinks	1984	
global_routing	Total GRT Usage	29.16	%
clock_network	CTS Buffer Depth	3	
clock_network	CTS tree	done	
timing	Min Hold Slack	2.645	ns
layout	post-synthesis to final-layout area growth	12.39	%
setup_path	CP max-delay cell	buf_4	
floorplan	std cell rows	177	
floorplan	Die X	486.3	um
synth	Adder-Cell Fraction of Synth Area	0	%
synth	Max-area cell share	63.50	%
route	# DRC	0	
synth	register area share after synthesis	63.50	%
setup_path	Crit path largest cell delay	0.76	ns
timing	slew margin rel.	34.51	%
layout	share of cells above drive strength 1	12.92	%
timing	Hold Vio Cnt, Final	0	
floorplan	total core area	0.2330	mm^2
synth	Yosys Instances	6156	
floorplan	I/O pin count	209	
run	Log Warnings	26	
setup_path	CP Data Required Time	11.28	ns
route	Iter 0 DRT Violations	3877	
timing	final setup TNS	0	ns
setup_path	crit-path leading delay family	buffers and inverters	
pwr	Pwr Density	122.5	mW/mm^2
global_routing	grt total ovfl	0	
clock_network	post-CTS sizing	0	
layout	most frequent logic cell in the layout	edfxtp_1	
clock_network	Post-CTS Setup Inserts	0	
route	DRT Pass-1 Iters	9	
timing	Fmax	0.09458	GHz
synth	Top area cell types	edfxtp_1 (63%), mux2i_1 (19%), a22oi_1 (3.0%), o22ai_1 (1.7%), mux4_2 (1.6%)	
route	WL final	321700	um
synth	Top logic family	multiplexers	
global_routing	initial antenna violation count	27	
setup_path	Critical Path Start	ReadRegister1[2]	
clock_network	Root Driver	clkbuf_16	
floorplan	Initial Util	40.27	%
route	Via density	6.192	
route	Post-DRT Antenna Nets	0	
setup_path	kind of critical path	in -> out	
layout	non-filler cells, final	9551	
synth	yosys aoi share	9.040	%
route	Met3 Wirelength	57020	um
global_routing	first-pass GRT wire length	449900	um
route	Top Metal Used	met5	
pwr	Leak	0.03728	uW
route	met2 WL post-DR	145200	um
timing	Worst-Margin Slew	0.9792	ns
floorplan	Die ar.	0.2365	mm^2
global_routing	maximum number of pins on one net before global-route repair	81	
clock_network	# hold bufs at CTS	0	
setup_path	endpoint class of the critical path	output pin	
timing	Tcrit/Tclk final	74.99	%
setup_path	kind of start point of the critical path	primary input	
synth	asr flop ratio synth	0	%
worst min path at each step:
stage	from	to	slack [ns]	cells after the start
4_1_cts	WriteData[32]	register	2.59	1
5_1_grt	WriteData[32]	register	2.62	1
6_report	WriteData[32]	register	2.64	1
layout make-up:
type	instances	area [um^2]
timing repair buffer	479	4260
inverter	3	12.51
sequential	1984	59580
fill	19980	127500
antenna	10	25.02
tap	3132	3919
multi-input combinational	3572	31400
clock inverter	99	817.0
clock buffer	272	5445
cell families (layout without fill, tap and decap cells):
family / Yosys count / in the layout
compound gates: 1152 / 1152
buf+inv: 600 / 853
flops: 1984 / 1984
mux: 1849 / 1849
other cells: 0 / 10
simple gates: 571 / 571
per-stage QoR:
stage	instance area (um^2)	power [uW]	utilization [%]
global route	105500	13290	45.26
global placement	99170	7866	42.57
floorplan	93830	7385	-
detailed placement	99170	7871	42.57
finish	105500	12920	45.26
CTS	105400	12980	45.25
where the power goes:
group / switching (uW) / internal (uW) / total, uW
clock: 2280 / 2880 / 5160
combinational: 734 / 433 / 1170
sequential: 28.9 / 6560 / 6590
layer usage:
metal | track usage [%] | up-vias
li1 | - | 25070
met1 | 33.04 | 29010
met2 | 41.90 | 4166
met3 | 22.07 | 849
met4 | 10.82 | 48
met5 | 3.858 | -
synthesized netlist by cell type (all sizes together) (63+ instances only):
cell type and count:
edfxtp 1984, mux2i 1745, buf 439, a22oi 378
o22ai 252, nand3 198, a21oi 190, nand2 165
clkbuf 158, o211ai 157, mux4 67, a221oi 65
nor3 64, a22o 63, nor4 63
No activity file was given, so power comes from the tool's default toggle rates.

<file path="run.sh">
#!/bin/bash
# OpenROAD 26Q1-2900-gdf79404cd8, Yosys 0.63+post, stock flow scripts
make -C /OpenROAD-flow-scripts/flow DESIGN_CONFIG=/design/flow/config.mk WORK_HOME=/design/flow/orfs finish
</file>
<file path="config.mk">
export PLATFORM = sky130hd
export DESIGN_NAME = mux4_1p
export DESIGN_NICKNAME = mux4_1p
export VERILOG_FILES = /design/flow/design.v
export SDC_FILE = /design/flow/constraint.sdc
export NUM_CORES = 4
export LEC_CHECK = 1
export CORE_AREA = 10 10 131 131
export DIE_AREA = 0 0 141 141
</file>
<file path="constraint.sdc">
current_design mux4_1p

set clk_period 1.1
set clk_io_pct 0.2

create_clock -name clk0 -period $clk_period

set non_clock_inputs [all_inputs -no_clocks]
set_input_delay [expr $clk_period * $clk_io_pct] -clock clk0 $non_clock_inputs
set_output_delay [expr $clk_period * $clk_io_pct] -clock clk0 [all_outputs]
</file>
<file path="design.v">
`timescale 1ps/1ps
module mux2_1 (out, in1, in2, s);	 
	output logic out;
	input logic in1, in2, s;
	logic A, B, os;
	parameter delay = 50;
	not #delay invertgate (os, s);
	and #delay gate1 (A,os,in1);
	and #delay gate2 (B,s ,in2);
	or  #delay outputgate (out, A, B);
endmodule
module mux2_1_testbench();
	logic out;
	logic in1, in2, s;
	initial begin
		s = 0; in1 = 0; in2 = 1; #5000;
		s = 0; in1 = 1; in2 = 0; #5000;
		s = 1; in1 = 0; in2 = 1; #5000;
		s = 1; in1 = 1; in2 = 0; #5000;
	end
	mux2_1 dut (.out, .in1, .in2, .s);
endmodule
`timescale 1ps/1ps
module mux4_1 (out, in, s);
	output logic out;
	input logic [3:0] in;
	input logic [1:0] s;
	logic mux1out, mux2out;
	mux2_1 mux1 (.out(mux1out), .in1(in[0]), .in2(in[1]), .s(s[0]));
	mux2_1 mux2 (.out(mux2out), .in1(in[2]), .in2(in[3]), .s(s[0]));
	mux2_1 muxF (.out, .in1(mux1out), .in2(mux2out), .s(s[1]));
endmodule
module mux4_1_testbench();
	logic out;
	logic [3:0] in;
	logic [1:0] s;
	initial begin
		s = 5'b10; in[3] = 1; in[2] = 0; in[1] = 1; in[0] = 1; #5000;
		s = 5'b10; in[3] = 0; in[2] = 1; in[1] = 1; in[0] = 0; #5000;
		s = 5'b10; in[3] = 0; in[2] = 0; in[1] = 1; in[0] = 1; #5000;	
	end
	mux4_1 dut (.out, .in, .s);
endmodule
module mux4_1p #(parameter WIDTH = 64) (out, in, s);
	output logic [WIDTH-1:0] out;
	input logic [1:0] s;
	input logic [3:0] [WIDTH-1:0] in;
	logic [WIDTH-1:0] [3:0] MuxIn;
	genvar x,y;
	generate
		for (x = 0; x < 4; x++) begin : row		 
			for (y = 0; y < WIDTH; y++) begin : col
				assign MuxIn[y][x] = in[x][y];
			end
		end
	endgenerate
	genvar j;
	generate
		for (j = 0; j < WIDTH; j++) begin : MUX
			mux4_1 m41 (.out(out[j]), .in(MuxIn[j]), .s);
		end
	endgenerate
endmodule 
</file>
==> Changelog: implementation <==
### Physical design

- Outcome: finished with violations
- Violated checks: negative setup slack
- Crit path largest cell delay: 530 ps
- Syn Inst Count: 142
- Most numerous logic cells after layout: dlygate4sd2_1, mux4_2, buf_2, dlymetal6s2s_1, clkdlybuf4s50_1
- Combinational share of power: 100.0%
- Area Growth Syn to Fin: 133%
- RSZ-0062 raised after global routing: true
- Die span in x: 141 um
- Max rail drop VDD: 0.000174 V
- Register area: 0 sq um
- Setup_tns: -16680 ps
- Initial detailed-routing violation count: 27
- Filler cells: 1503
- Share of layout cells above drive strength 1: 38.2%
- Hold Path Stages: 3
- Drt total wl: 12.9 mm
- Initial DRT Pass Iterations: 4
- Vias: 2444
- GRT Residual Overflow: 0
- Full die area: 19900 sq um
- Share of power burned in the clock network: 0%
- Maxcap violations: 0
- Mux share: 69.2%
- Crit start category: input pin
- Core area: 14400 sq um
- Data required, critical path: 880 ps
- Initial core utilization: 14.6%
- Avg Inst Size Synth: 14.8 sq um
- Crit Path Class: input pin to output port
- Cell Area, Synth: 2100 sq um
- Final Hold Violation Tally: 0
- Area fraction in xor and xnor cells: 0%
- Int Pwr: 1.20 mW
- Yosys stat area: 2100 sq um
- CP startpoint: s[0]
- Gpl congestion: 0.895
- Fin area: 4890 sq um
- Slowest CP cell: mux4_2
- Top cells, area: mux4_2, buf_4, buf_12
- Hold_sp: in[42]
- Die height: 141 um
- HPWL after detailed placement: 11.3 mm
- Adder-cell share of the synthesized area: 0%
- Final worst setup slack: -342 ps
- Wire length of the first global-routing pass: 18.4 mm
- Hold Crit Class: input pin to output port
- Flop pwr share: 0%
- Pwr dens: 331 nW/um^2
- Via density per instance: 4.08
- PortBufs: 322
- Tightest Pin Transition: 207 ps
- Area leader, netlist: mux4_2
- Ports: 322
- Final Cycle Share: 131%
- Flop count: 0
- Psw: 420 uW
- Vias in the first global route: 2939
- Avg WL per Cell: 21.5 um
- Post-Synth AOI/OAI Area: 0%
- Basic Gates by Area: 0%
- Max_slew headroom: 86.2%
- Pleak: 2.45 nW
- Max-slew violation count: 0
- Yosys cell types: 7
- Top cell area share: 64.2%
- Yosys Instances: 142
- Seq/Total Area, Yosys: 0%
- Critical path data arrival time: 1220 ps
- Largest net degree at the start of global routing: 35
- Worst-path cell chain: buf_16 > buf_12 > buf_6 > mux4_2 > buf_2
- Setup violations, final: 64
- Initial antenna violation count: 1
- GR Util All Layers: 12.2%
- Top comb family, area: multiplexers
- Dpl cell area: 5020 sq um
- Tmin final: 1440 ps
- Floorplan row count: 44
- Commonest Layout Cell: dlygate4sd2_1
- CP Max Fanout: 5
- Tool warning count: 35
- Hold-fix buffers, CTS: 0
- Ys Warns: 0
- Endpoint class of the critical path: output port
- Drt drc: 0
- Clock buffer count: 0
- Detail Route Antenna Nets: 0
- FMAX: 0.693 GHz
- Net Sw Frac: 25.9%
[critical path: cells and delay by family]
kind	cells	cell delay, ps
multiplexers	1	530
buffers and inverters	4	470
[synthesized netlist by cell type]
| cell | instances |
|---|---|
| buf_12 | 6 |
| buf_6 | 1 |
| clkbuf_2 | 1 |
| buf_4 | 64 |
| buf_2 | 6 |
| mux4_1 | 4 |
| mux4_2 | 60 |
[stage by stage]
stage	hold WS, ps	total power [mW]	setup slack (ps)	cells	util [%]
2_1_floorplan	713	0.834	-228	142	-
3_3_place_gp	1340	1.99	-866	578	34.8
3_5_place_dp	1350	1.99	-826	578	34.8
4_1_cts	925	1.66	-352	595	33.2
5_1_grt	844	1.75	-382	599	33.9
6_report	820	1.62	-342	599	33.9
[cell type report]
class | instances | area, sq um | share of cell area, %
repair buffers | 350 | 3220 | 65.8
well taps | 184 | 230 | 4.71
diodes | 1 | 2.50 | 0.0512
multi-input cells | 64 | 1440 | 29.5
[final timing paths]
kind	end	slack, ps
hold / removal	out[42]	820
setup / recovery	out[1]	-340
[metal layers]
metal	global-route usage (%)	routed length, um	vias to the layer above
li1	-	-	1087
met4	0.543	66	0
met2	21.2	6440	186
met5	0	0	-
met3	6.17	1690	4
met1	13.9	4680	1167
[power groups by stage]
stage	clock network (mW)	registers [mW]	logic, mW
4_1_cts	0	0	1.66
5_1_grt	0.000000121	0	1.75
6_report	0.000000121	0	1.62
[cell families (layout without fill, tap and decap cells)]
logic type | after synthesis | count (layout)
other cells | 0 | 1
mux | 64 | 64
buf+inv | 78 | 350
[repair_timing]
| action | in CTS | in global routing |
|---|---|---|
| setup endpoints to repair | 64 | 64 |
| resized | 441 | 31 |
| setup buffers | 12 | 4 |
| cloned | 5 | 1 |
Power is estimated from default activity; no workload was simulated.
